`design/flow/design.v`:
```
module alu(input clk, resetBar, doSubtract, doCarryIn, doShiftIn, assertBarE, assertBarS, triggerC, triggerS,
           input [7:0] areg, breg,
           output [7:0] dbus,
           output aIsZero,
           output reg [0:0] flagCarry, flagShift);
   wire cin = flagCarry & doCarryIn;
   wire [7:0] aluOut = doSubtract ? areg - breg : areg + breg + cin;
   assign dbus = ~assertBarE ? aluOut : 'z;
   wire [7:0] shifted = {flagShift & doShiftIn, areg[7:1]};
   assign dbus = ~assertBarS ? shifted : 'z;
   assign aIsZero = (areg == 0);
   wire carry = doSubtract ? ~(breg > areg) : (areg + breg >= 256);
   always #1 if (!resetBar) begin
      flagCarry = 0;
      flagShift = 0;
   end
   always @(posedge triggerC) flagCarry <= carry;
   always @(posedge triggerS) flagShift <= areg[0];
endmodule
```
`design/flow/config.mk`:
```
export PLATFORM = sky130hd
export DESIGN_NAME = alu
export DESIGN_NICKNAME = alu
export VERILOG_FILES = /design/flow/design.v
export SDC_FILE = /design/flow/constraint.sdc
export NUM_CORES = 4
export LEC_CHECK = 1
export CORE_AREA = 10 10 70 70
export DIE_AREA = 0 0 80 80
```
`design/flow/run.sh`:
```
#!/bin/bash
# OpenROAD 26Q1-2900-gdf79404cd8, Yosys 0.63+post, stock flow scripts
make -C /OpenROAD-flow-scripts/flow DESIGN_CONFIG=/design/flow/config.mk WORK_HOME=/design/flow/orfs finish
```
`design/flow/constraint.sdc`:
```
current_design alu

set clk_period 3.4
set clk_io_pct 0.2

create_clock -name clk0 -period $clk_period [get_ports {triggerC}]
create_clock -name clk1 -period $clk_period [get_ports {triggerS}]

set non_clock_inputs [all_inputs -no_clocks]
set_input_delay [expr $clk_period * $clk_io_pct] -clock clk0 $non_clock_inputs
set_output_delay [expr $clk_period * $clk_io_pct] -clock clk0 [all_outputs]
```
==> changes_impl.md <==
## Flow update

- Run status: aborted with a tool error
- Halt Stage: synthesis (1_2_yosys)
- Run Error: ERROR: Found 7 problems in 'check -assert'.
- Area leader share: 20.1%
- Yosys Chip Area: 499 sq um
- Yosys Instances: 64
- Seq share, synth: 0%
- Yosys cell types: 25
- Dominant cell type by area after synthesis: ha_1
- Largest cells by area: ha_1, buf_4, xnor2_1
- Synthesis warning total: 3
## synthesized netlist by cell type
| cell type | instances |
|---|---|
| a211oi_1 | 1 |
| a21o_1 | 1 |
| a21oi_1 | 2 |
| a21oi_2 | 1 |
| a221oi_1 | 1 |
| a31oi_1 | 2 |
| buf_4 | 10 |
| conb_1 | 1 |
| fa_1 | 1 |
| ha_1 | 8 |
| inv_1 | 7 |
| mux2i_1 | 1 |
| nand2b_1 | 1 |
| nor2_1 | 5 |
| nor2b_1 | 2 |
| nor3_1 | 3 |
| nor4_2 | 1 |
| o211ai_1 | 1 |
| o21a_1 | 2 |
| o21ai_0 | 1 |
| o21bai_1 | 1 |
| o311ai_2 | 1 |
| or4b_4 | 1 |
| xnor2_1 | 7 |
| xor2_1 | 2 |
## kinds of logic after synthesis
logic type	after synthesis	share of synthesized area, %
AOI/OAI and AO/OA	14	21.3
xor gates and xnor gates	9	15.8
adders and majority gates	9	24.1
buffers and inverters	17	20.3
muxes	1	2.01
other	1	0.751
and+or+nand+nor	13	15.8
