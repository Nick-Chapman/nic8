--- design/flow/design.v ---
module control
  (input [7:0] ir, input clk, aIsZero, flagCarry, flagShift,
   output storeMemBar,triggerA,triggerB,triggerX,triggerQ,triggerC,triggerS,
   output assertZeroBar,assertRam,assertRomBar,assertBarE,assertBarS,assertBarA,assertBarB,assertBarX,
   output doSubtract,doCarryIn,doShiftIn,doJumpBar,denyFetch
   );
   wire bit7, bit3;
   wire [2:0] source;
   wire [2:0] dest;
   assign {bit7,dest,bit3,source} = ir;
   wire loadPC = (dest==7);
   wire loadA = (dest==2);
   wire loadB = (dest==3);
   wire loadX = (dest==4);
   assign storeMemBar = ~(dest==5);
   wire loadQ = (dest==6);
   assign triggerA = clk | ~loadA;
   assign triggerB = clk | ~loadB;
   assign triggerX = clk | ~loadX;
   assign triggerQ = clk | ~loadQ;
   assign triggerC = clk | assertBarE;
   assign triggerS = clk | assertBarS;
   assign assertZeroBar = ~(source==0);
   assign assertRomBar = ~(source==1);
   assign assertBarA = ~(source==2);
   assign assertBarB = ~(source==3);
   assign assertBarX = ~(source==4);
   assign assertRam = (source==5);
   assign assertBarE = ~(source==6);
   assign assertBarS = ~(source==7);
   wire jumpUncond  = ~bit3 & ~bit7;
   wire jumpIfZero  =  bit3 & ~bit7;
   wire jumpIfCarry = ~bit3 &  bit7;
   wire jumpIfShift =  bit3 &  bit7;
   wire jumpControl
        = (jumpIfZero & aIsZero)
        | (jumpIfCarry & flagCarry)
        | (jumpIfShift & flagShift)
        | jumpUncond;
   assign doSubtract = bit3;
   assign doCarryIn = bit7;
   assign doShiftIn = bit3;
   assign doJumpBar = ~(loadPC & jumpControl);
   assign denyFetch = ~(assertRomBar & doJumpBar);
endmodule
--- design/flow/run.sh ---
#!/bin/bash
# OpenROAD 26Q1-2900-gdf79404cd8, Yosys 0.63+post, stock flow scripts
make -C /OpenROAD-flow-scripts/flow DESIGN_CONFIG=/design/flow/config.mk WORK_HOME=/design/flow/orfs finish
--- design/flow/config.mk ---
export PLATFORM = sky130hd
export DESIGN_NAME = control
export DESIGN_NICKNAME = control
export VERILOG_FILES = /design/flow/design.v
export SDC_FILE = /design/flow/constraint.sdc
export NUM_CORES = 4
export LEC_CHECK = 1
export CORE_AREA = 10 10 70 70
export DIE_AREA = 0 0 80 80
--- design/flow/constraint.sdc ---
current_design control

set clk_period 1.0
set clk_io_pct 0.2

create_clock -name clk0 -period $clk_period

set non_clock_inputs [all_inputs -no_clocks]
set_input_delay [expr $clk_period * $clk_io_pct] -clock clk0 $non_clock_inputs
set_output_delay [expr $clk_period * $clk_io_pct] -clock clk0 [all_outputs]
==> run_results.csv <==
group,metric,value,unit
grt,grt_pass1_wl,1510,µm
power_and_ir_drop,ir_drop,0.0498,mV
die,row_count,21,
die,io_pins,32,
drt,n_antenna_cell,0,
setup_path,critical_path_class,"input port to output port",
placement,place_inst,108,
drt,ant_nets,0,
grt,grt_overflow,0,
clock_network,cts_hold_buf,0,
cells_and_area,layout-drive-gt1-share,60.0,%
drt,via_per_inst,3.14,
setup_path,crit_path_cell_trace,"buf_8 -> mux2i_1 -> a221o_1 -> buf_4 -> nand2_1 -> buf_2",
final_timing,fin_crit_sh,118,%
cells_and_area,layout_top_cells,"buf_2 (14), buf_6 (6), buf_8 (6), dlygate4sd2_1 (5)",
yosys,yosys_area,185,µm²
grt,grt_max_degree,9,
final_timing,finalHoldViolCount,0,
drt,vias,349,
final_timing,relSlewSlack,92.4,%
final_timing,fin_setup_tns,-0.880,ns
setup_path,required,0.80,ns
setup_path,cp_top_family,"buffers and inverters",
grt,antenna_found_initial,0,
cells_and_area,final_core_util,17.7,%
placement,io_buffers,32,
die,die_y,80,µm
setup_path,max_stage_delay,0.31,ns
flow_run,tool_warnings,34,
grt,grt_pass1_vias,320,
status,status,"finished with violations",
cells_and_area,fillers,384,
final_timing,max_freq,845,MHz
yosys,topCellsByArea,"buf_4 (16%), nand2_1 (10%), or3_1 (10%)",
final_timing,max_slew.worst_pin.slew,0.111,ns
cells_and_area,synthToLayoutAreaGrowth,226,%
placement,hpwl,926,µm
min_path,hp-start,"ir[0]",
die,fp-utilization,5.42,%
drt,wl_per_cell,9.89,µm
setup_path,crit_slowest_cell,"a221o_1",
yosys,ys_warn_count,0,
yosys,synth_cell_types,14,
drt,drc_errors,0,
status,violations,"negative setup slack",
die,die_w,80,µm
min_path,hold-path-cell-count,3,
die,core-area,3420,µm²
cells_and_area,stdcell_count,111,
setup_path,crit_buf_inv,3,
die,die-area,6400,µm²
power_and_ir_drop,pwr_density_cell,299,nW/µm²
yosys,mappedNetlistArea,185,µm²
yosys,avgSynthCellArea,6.39,µm²
power_and_ir_drop,leakagePower,0.270,nW
yosys,largest_area_cell,"buf_4",
cells_and_area,seq_area,0,µm²
final_timing,drv_slew,0,
drt,drtIter0Drc,12,
placement,place_congestion,0.808,
final_timing,min_period,1.18,ns
setup_path,crit_fanout,3,
yosys,synth_cells,29,
grt,grtUsageTotal,2.82,%
yosys,ys_cells,29,
cells_and_area,nClkBuffers,0,
final_timing,setup_viol,10,
cells_and_area,flops,0,
yosys,synth_seq_share,0,%
setup_path,critPathLaunchType,"input port",
placement,dp_worst_setup_slack,-0.889,ns
min_path,hold_end,"assertBarX",
setup_path,cp.arrival,0.98,ns
final_timing,timing.final.ws_setup,-0.183,ns
min_path,hold_path.class,"input port to output port",
yosys,synthDominantCellAreaShare,16.2,%
flow_run,max_cap_viol_count,0,
final_timing,rsz0062_at_grt,"yes",
power_and_ir_drop,p_total,0.180,mW
cells_and_area,mostFrequentLayoutCell,"buf_2",
drt,first_pass_iters,2,
drt,wl,1100,µm
setup_path,worstSetupEndpointType,"output port",
-- worst min-delay path, stage by stage --
cell    delay [ns]
buf_8         0.08
or3b_4        0.10
buf_2         0.08
-- what timing repair did --
item                       4_1_cts  5_1_grt
gates resized                  105       15
setup buffers                    2        1
pin swaps                       14        2
setup endpoints to repair       20       16
-- where the power goes --
group          switching (mW)  internal [mW]
Sequential                  0              0
Clock                       0              0
Combinational          0.0579          0.122
Total                  0.0579          0.122
-- stage by stage --
| step | area (µm²) | hold WS (ns) |
|---|---|---|
| global route | 603 | 0.675 |
| detailed placement | 571 | 1.27 |
| global placement | 571 | 1.27 |
| floorplan | 185 | 0.415 |
| finish | 603 | 0.658 |
| CTS | 547 | 0.664 |
-- cell usage after synthesis --
library cell / instances
or2_2: 1
nand3_1: 2
or3b_1: 2
or3b_2: 1
or4b_1: 1
nand2_1: 5
nor2_1: 4
mux2i_1: 1
nand2b_1: 1
a221o_1: 1
nand3b_1: 2
buf_4: 4
and3b_1: 1
or3_1: 3
-- routing by layer --
| layer | global-route usage [%] | share of wire, % | up-vias |
|---|---|---|---|
| li1 | - | - | 175 |
| met1 | 3.82 | 49 | 152 |
| met2 | 4.57 | 39 | 22 |
| met3 | 0.795 | 12 | 0 |
| met4 | 0 | 0 | 0 |
| met5 | 0 | 0 | - |
-- worst max path at each step --
stage	startpoint	end	cells after the start	slack, ns
6_report	ir[3]	denyFetch	6	-0.18
5_1_grt	ir[3]	denyFetch	6	-0.23
4_1_cts	ir[3]	denyFetch	6	-0.18
-- cell type report --
class,instances,area (µm²),share of cell area (%)
repair buffers,40,352,58.3
multi-input cells,25,194,32.2
well taps,46,57.6,9.54
-- logic make-up (layout without fill, tap and decap cells) --
| family | Yosys count | count (layout) | share of synthesized area (%) |
|---|---|---|---|
| buffers and inverters | 4 | 40 | 16.2 |
| muxes | 1 | 1 | 5.41 |
| AOI/OAI and AO/OA | 1 | 1 | 5.41 |
| and+or+nand+nor | 23 | 23 | 73.0 |
Power figures rest on the tool's default switching activity, not on a simulated workload.
