--- ./constraint.sdc ---
current_design ram

set clk_period 22.7
set clk_io_pct 0.2

create_clock -name clk0 -period $clk_period [get_ports {clk}]

set non_clock_inputs [all_inputs -no_clocks]
set_input_delay [expr $clk_period * $clk_io_pct] -clock clk0 $non_clock_inputs
set_output_delay [expr $clk_period * $clk_io_pct] -clock clk0 [all_outputs]
--- ./design.v ---
module ram (input clk, outputEnable, writeEnableBar,
            input [7:0] addr,
            inout [7:0] data);
   reg [7:0] mem [0:255];
   assign data = outputEnable ? mem[addr] : 'z;
   always @(posedge clk) if (~writeEnableBar) mem[addr] = data;
endmodule
--- ./config.mk ---
export PLATFORM = sky130hd
export DESIGN_NAME = ram
export DESIGN_NICKNAME = ram
export VERILOG_FILES = /design/flow/design.v
export SDC_FILE = /design/flow/constraint.sdc
export NUM_CORES = 4
export LEC_CHECK = 1
export CORE_UTILIZATION = 30
--- ./run.sh ---
#!/bin/bash
# OpenROAD 26Q1-2900-gdf79404cd8, Yosys 0.63+post, stock flow scripts
make -C /OpenROAD-flow-scripts/flow DESIGN_CONFIG=/design/flow/config.mk WORK_HOME=/design/flow/orfs finish
==> flow_metrics.env <==
# flow metrics
export IMPL_top_cells_by_area="edfxtp_1 (79%), mux4_2 (15%), a22oi_1 (2.5%), nor2_1 (1.2%), a21oi_1 (0.82%)"
export IMPL_die_h_um=512
export IMPL_error="[error] [KeplerFormal.cpp:679] Workflow failed: Iso has multiple drivers: .data5, place267.X0"
export IMPL_top_cell="edfxtp_1"
export IMPL_adder_share_pct=0
export IMPL_post_place_ws_ns=7.58
export IMPL_synth_xor_area_share_pct=0
export IMPL_synthTopCellsByCount="edfxtp_1 (2048), mux4_2 (512), nor2_1 (260)"
export IMPL_yosysSeqAreaShare_pct=78.7
export IMPL_status="aborted with a tool error"
export IMPL_ys_warn_count=2
export IMPL_synth_avg_cell_area_um2=22.2
export IMPL_synth_top_cell_area_share_pct=78.7
export IMPL_clockBufferDepth=3
export IMPL_clock_root_buffer="clkbuf_16"
export IMPL_cts_repair_resized=0
export IMPL_ys_sh_simple_pct=1.62
export IMPL_synthTopLogicFamily="multiplexers"
export IMPL_ys_sh_aoi_pct=3.64
export IMPL_cts_buffers=200
export IMPL_failing_step="4_1_cts"
export IMPL_synth_distinct_cells=21
export IMPL_portBuffers=9
export IMPL_hold_buffers=0
export IMPL_ys_flop_type="edfxtp_1"
export IMPL_ys_area_um2=78200
export IMPL_chipWidth_um=512
export IMPL_htreeDepth=4
export IMPL_dpl_hpwl_um=107000
export IMPL_placementRows=187
export IMPL_fp_util_pct=30.1
export IMPL_ys_ff=2048
export IMPL_edf_count=2048
export IMPL_gp_congestion=0.814
export IMPL_ioPinCount=19
export IMPL_synth_top_cell_by_area="edfxtp_1"
export IMPL_cts_setup_buffers=0
export IMPL_synth_area_um2=78200
export IMPL_ys_sh_mux_pct=14.8
export IMPL_ys_cells=3517
export IMPL_netlist_instances=3517
export IMPL_async_flop_share_pct=0
export IMPL_clock_sinks=2048
## logic make-up after synthesis
family	count (synthesis)
and+or+nand+nor	318
muxes	512
AOI/OAI and AO/OA	416
buffers and inverters	223
DFF	2048
## through the flow
stage               cells  cell area (um^2)  hold slack, ns  total power, W
detailed placement   6831             82600            1.37         0.00481
global placement     6830             82600            1.36         0.00485
floorplan            3517             78200            4.64         0.00440
No activity file was given, so power comes from the tool's default toggle rates.
